===== run.sh =====
#!/bin/bash
# OpenROAD 26Q1-2900-gdf79404cd8, Yosys 0.63+post, stock flow scripts
make -C /OpenROAD-flow-scripts/flow DESIGN_CONFIG=/design/flow/config.mk WORK_HOME=/design/flow/orfs finish

===== config.mk =====
export PLATFORM = sky130hd
export DESIGN_NAME = wb_ram
export DESIGN_NICKNAME = wb_ram
export VERILOG_FILES = /design/flow/design.v
export SDC_FILE = /design/flow/constraint.sdc
export NUM_CORES = 4
export LEC_CHECK = 1
export CORE_UTILIZATION = 30
export SYNTH_MEMORY_MAX_BITS = 65536

===== constraint.sdc =====
current_design wb_ram

set clk_period 111.9
set clk_io_pct 0.2

create_clock -name clk0 -period $clk_period [get_ports {clk}]

set non_clock_inputs [all_inputs -no_clocks]
set_input_delay [expr $clk_period * $clk_io_pct] -clock clk0 $non_clock_inputs
set_output_delay [expr $clk_period * $clk_io_pct] -clock clk0 [all_outputs]

===== design.v =====
`timescale 1ns / 1ps
module wb_ram #
(
    parameter DATA_WIDTH = 32,               
    parameter ADDR_WIDTH = 9,               
    parameter SELECT_WIDTH = (DATA_WIDTH/8)  
)
(
    input  wire                    clk,
    input  wire                    rst,
    input  wire [ADDR_WIDTH-1:0]   adr_i,    
    input  wire [DATA_WIDTH-1:0]   dat_i,    
    output wire [DATA_WIDTH-1:0]   dat_o,    
    input  wire                    we_i,     
    input  wire [SELECT_WIDTH-1:0] sel_i,    
    input  wire                    stb_i,    
    output wire                    ack_o,    
    input  wire                    cyc_i     
);
parameter WORD_WIDTH = SELECT_WIDTH;
parameter WORD_SIZE = DATA_WIDTH/WORD_WIDTH;
reg [DATA_WIDTH-1:0] dat_o_reg = {DATA_WIDTH{1'b0}};
reg ack_o_reg = 1'b0;
reg [7:0] mem0[(2**ADDR_WIDTH)-1:0];
reg [7:0] mem1[(2**ADDR_WIDTH)-1:0];
reg [7:0] mem2[(2**ADDR_WIDTH)-1:0];
reg [7:0] mem3[(2**ADDR_WIDTH)-1:0];
assign dat_o = dat_o_reg;
assign ack_o = ack_o_reg;
integer i, j;
always @(posedge clk) begin
    if (rst)
    begin
        ack_o_reg <= 1'b0;
    end else
    begin
        ack_o_reg <= 1'b0;
        if (cyc_i & stb_i & ~ack_o) 
	begin
            if (we_i & sel_i[0]) begin
                mem0[adr_i] <= dat_i[7:0];
            end
            if (we_i & sel_i[1]) begin
                mem1[adr_i] <= dat_i[15:8];
            end
            if (we_i & sel_i[2]) begin
                mem2[adr_i] <= dat_i[23:16];
            end
            if (we_i & sel_i[3]) begin
                mem3[adr_i] <= dat_i[31:24];
            end
            dat_o_reg[7:0] <= mem0[adr_i];
            dat_o_reg[15:8] <= mem1[adr_i];
            dat_o_reg[23:16] <= mem2[adr_i];
            dat_o_reg[31:24] <= mem3[adr_i];
            ack_o_reg <= 1'b1;
        end
     end
end
endmodule

==> impl_metrics.yaml <==
# yosys + openroad results
worst_hold_path:
  hold_depth: 1
  hold_path.startpoint: "ack_o_reg"
  hold_path_end: "ack_o_reg"
  hold_path_class: "register to register"
clocking:
  path_clk_slew_ns: 0.06
  post_cts_buffers: 0
  cts.sinks: 16417
  cts_buffers: 1694
  postCtsResizedCells: 0
  clockRootBuffer: "clkbuf_16"
  htree_levels: 7
  clkLatencyLatePin_ns: 1.34
  cts_tree: "done"
  clk_path_buf_depth: 6
  hold_buffers: 0
placement:
  dp.final_hpwl_um: 1290000
  gp_congestion: 0.911
  dpl_worst_slack_ns: 80.88
  portBuffers: 82
sta:
  fin_crit_sh_pct: 26.5
  layout_setup_ws_ns: 82.27
  fin_tns_setup_ns: 0
  period_needed_ns: 29.63
  final_hold_viol_count: 0
  timing.fmax_mhz: 33.8
  slew_headroom_pct: -2.88
  skew_ns: 0.238
  tightestPinTransition_ns: 1.53
  grt_setup_unrepaired: "false"
  finalMaxSlewViolations: 3
  finalSetupViolations: 0
flow_run:
  cap_violations: 1
  openroad.warnings: 88
drt:
  wl_per_cell_um: 31.5
  drt-total-wl_um: 1970000
  vias: 324588
  drt_iter0_markers: 22775
  antenna_left: 0
  route.detailed.drc: 0
  avgViaCountPerCell: 5.21
  drtPass1Iterations: 8
synthesis:
  yosys.area.top_type: "edfxtp_1"
  netlist_area_um2: 636000
  synth_seq_share_pct: 77.5
  synth_area_per_cell_um2: 21.2
  ys_ff: 16417
  ys_area_um2: 636000
  ys_types: 79
  most_common_cell: "edfxtp_1"
  area_leaders: "edfxtp_1, mux4_2, mux2i_1"
  synth-edff-count: 16416
  synthCells: 29996
  top_cell_area_share_pct: 77.5
  yosysWarnings: 1
  synth-main-ff-cell: "edfxtp_1"
  yosys_cells: 29996
  async_flop_share_pct: 0
  ys_top_cells_by_count: "edfxtp_1, mux4_2, nor3_1"
pwr:
  switching_share_pct: 21.2
  p_seq_share_pct: 52.7
  ir_drop_uv: 14.9
  p_clk_share_pct: 42.6
  comb_power_share_pct: 4.7
  leakage_uw: 0.231
  p_int_uw: 10100
  power.density_nw_per_um2: 17.3
  switching_power_uw: 2720
worst_setup_path:
  crit_fanout: 34
  reg2reg_from: "ack_o_reg"
  worstSetupEndpointType: "register"
  r2r_slack_ns: 104.80
  arrival_ns: 30.68
  crit_type: "input pin to register"
  r2r_end: "mem0[205][1]"
  required_ns: 112.95
  start_kind: "input pin"
  ff2ff_path_depth: 14
floorplan:
  rows: 534
  die_w_um: 1460
  num_io_pins: 83
  core_um2: 2110000
  dieArea_um2: 2130000
  floorplan.core_util_pct: 30.1
  die_y_um: 1460
grt:
  grt_pass1_wl_um: 2730000
  track_usage_pct: 19.6
  first_global_vias: 357996
  antenna_found_initial: 184
  overflow: 0
  grt_max_degree: 141
finish:
  drive_gt1_share_pct: 27.5
  fillers: 191151
  area_growth_pct: 16.4
outcome:
  violations: "capacitance limit, slew limit"
  run_status: "finished with violations"
## power by group through the flow
stage,Clock (uW),Sequential (uW),Combinational (uW)
4_1_cts,5540,6770,596
5_1_grt,5770,6760,629
6_report,5480,6770,599
## through the flow
stage / total power [uW] / instance area, um^2 / util, % / hold WS (ns) / instances
floorplan: 7180 / 636000 / - / 0.399 / 29996
detailed placement: 7490 / 687000 / 32.5 / 0.510 / 59139
global route: 13200 / 740000 / 35.0 / 0.551 / 62218
global placement: 7490 / 687000 / 32.5 / 0.527 / 59135
CTS: 12900 / 740000 / 35.0 / 0.523 / 62153
finish: 12800 / 740000 / 35.0 / 0.513 / 62354
## critical path: stages
cell and delay [ns]:
buf_16 0.18, buf_4 0.64, buf_4 0.58, buf_4 0.56, buf_4 0.67, buf_4 0.58
buf_4 0.65, buf_4 0.57, buf_4 0.56, mux4_2 0.58, a22oi_1 0.34, o21ai_0 0.14
o21ai_0 0.98, buf_4 0.29, nand4_1 0.09, or4_1 0.54
## cells by family (layout without fill, tap and decap cells)
kind of cell	Yosys count	in the layout	synth area share, %
DFF	16417	16417	77.5
muxes	5282	5282	15.2
and+or+nand+nor	3359	3359	2.64
AOI/OAI and AO/OA	2748	2748	2.94
buffers and inverters	2190	6212	1.68
other	0	196	0
## layer usage
metal	vias up	GRT usage (%)	part of all wire [%]
met5	-	3.29	0.53
met4	286	8.34	5.3
met3	4128	19.4	21
met2	23945	28.1	45
met1	163459	18.0	28
li1	132770	-	-
## final cells by class
type                            instances  area [um^2]  share of cell area, %
Clock buffer                         2019        44100                   5.95
Antenna cell                          196          490                 0.0662
Tap cell                            28140        35200                   4.75
Timing Repair Buffer                 3175        24800                   3.35
Clock inverter                        995         9160                   1.24
Inverter                               23          103                 0.0139
Multi-Input combinational cell      11389       134000                   18.1
Sequential cell                     16417       493000                   66.6
## placed cells by master (no fill, tap or decap), types with 31 or more instances in the layout
master | synthesis | routed
a211oi_1 | 105 | 103
a21oi_1 | 347 | 346
a221oi_1 | 91 | 90
a22o_1 | 180 | 180
a22oi_1 | 759 | 759
a31oi_1 | 84 | 82
buf_12 | 1 | 43
buf_4 | 198 | 3044
buf_8 | 3 | 35
bufinv_16 | 0 | 169
clkbuf_1 | 897 | 303
clkbuf_16 | 0 | 1716
clkdlybuf4s50_1 | 0 | 41
clkinv_1 | 1 | 414
clkinv_2 | 0 | 315
clkinvlp_4 | 0 | 40
diode_2 | 0 | 196
edfxtp_1 | 16416 | 16416
mux2_2 | 207 | 207
mux2i_1 | 1590 | 1590
mux4_2 | 3485 | 3485
nand2_1 | 339 | 272
nand2_4 | 0 | 55
nand3_1 | 174 | 164
nand4_1 | 275 | 275
nor2_1 | 425 | 405
nor2b_1 | 39 | 31
nor3_1 | 1867 | 1840
nor4_1 | 69 | 40
o211ai_1 | 31 | 31
o21ai_0 | 458 | 453
o22ai_1 | 452 | 452
## worst max path at each step
stage / slack (ns) / from / cells past startpoint / end
4_1_cts: 82.23 / adr_i[0] / 16 / dat_o_reg[7]
5_1_grt: 81.83 / adr_i[0] / 16 / dat_o_reg[7]
6_report: 82.27 / adr_i[0] / 16 / dat_o_reg[7]
Power and IR drop assume default switching activity.
