==> flow/design.v <==
module gpu(clk, hsync, vsync, color, x0, x1, y0, y1);
  input clk;
  output hsync, vsync;
  output color;
  wire pclk;
  wire display_on;
  wire signed [15:0] hpos;
  wire signed [15:0] vpos;
  input signed [15:0] x0;
  input signed [15:0] x1;
  input signed [15:0] y0;
  input signed [15:0] y1;
  hvsync_generator hvsync_gen (
    .clk(clk),
    .reset(0),
    .hsync(hsync),
    .vsync(vsync),
    .display_on(display_on),
    .hpos(hpos),
    .vpos(vpos),
  );
  assign color = display_on && (hpos >= x0 && hpos < x1 && vpos >= y0 && vpos < y1);
endmodule
module hvsync_generator(clk, reset, hsync, vsync, display_on, hpos, vpos);
  input clk;
  input reset;
  output reg hsync, vsync;
  output display_on;
  output reg signed [15:0] hpos;
  output reg signed [15:0] vpos;
  parameter H_DISPLAY       = 640;  
  parameter H_BACK          =  48;  
  parameter H_FRONT         =  16;  
  parameter H_SYNC          =  96;  
  parameter V_DISPLAY       = 480;  
  parameter V_TOP           =  33;  
  parameter V_BOTTOM        =  10;  
  parameter V_SYNC          =   2;  
  parameter H_SYNC_START    = H_DISPLAY + H_FRONT;
  parameter H_SYNC_END      = H_DISPLAY + H_FRONT + H_SYNC - 1;
  parameter H_MAX           = H_DISPLAY + H_BACK + H_FRONT + H_SYNC - 1;
  parameter V_SYNC_START    = V_DISPLAY + V_BOTTOM;
  parameter V_SYNC_END      = V_DISPLAY + V_BOTTOM + V_SYNC - 1;
  parameter V_MAX           = V_DISPLAY + V_TOP + V_BOTTOM + V_SYNC - 1;
  wire hmaxxed = (hpos == H_MAX) || reset;   
  wire vmaxxed = (vpos == V_MAX) || reset;   
  always @(posedge clk)
  begin
    hsync <= (hpos>=H_SYNC_START && hpos<=H_SYNC_END);
    if(hmaxxed)
      hpos <= 0;
    else
      hpos <= hpos + 1;
  end
  always @(posedge clk)
  begin
    vsync <= (vpos>=V_SYNC_START && vpos<=V_SYNC_END);
    if(hmaxxed)
      if (vmaxxed)
        vpos <= 0;
      else
        vpos <= vpos + 1;
  end
  assign display_on = (hpos<H_DISPLAY) && (vpos<V_DISPLAY);
endmodule
==> flow/run.sh <==
#!/bin/bash
# OpenROAD 26Q1-2900-gdf79404cd8, Yosys 0.63+post, stock flow scripts
make -C /OpenROAD-flow-scripts/flow DESIGN_CONFIG=/design/flow/config.mk WORK_HOME=/design/flow/orfs finish
==> flow/config.mk <==
export PLATFORM = sky130hd
export DESIGN_NAME = gpu
export DESIGN_NICKNAME = gpu
export VERILOG_FILES = /design/flow/design.v
export SDC_FILE = /design/flow/constraint.sdc
export NUM_CORES = 4
export LEC_CHECK = 1
export CORE_UTILIZATION = 50
==> flow/constraint.sdc <==
current_design gpu

set clk_period 3.4
set clk_io_pct 0.2

create_clock -name clk0 -period $clk_period [get_ports {clk}]

set non_clock_inputs [all_inputs -no_clocks]
set_input_delay [expr $clk_period * $clk_io_pct] -clock clk0 $non_clock_inputs
set_output_delay [expr $clk_period * $clk_io_pct] -clock clk0 [all_outputs]
==> out/metrics.yaml <==
run_status:
  status: "finished clean"
logic_synthesis:
  edf_count: 16
  synth_flops: 34
  flop_cell: "dfxtp_1"
  yosysUniqueCellTypes: 46
  synthCells: 369
  ys_async_sr_fraction: 0
  ys_warn_count: 2
  avgSynthCellArea_sq_um: 8.76
  ys_seq_share: 0.260
  ys_cells: 369
  ys_chip_area_sq_um: 3230
  syn-cell-area_sq_um: 3230
routing:
  wirelength_um: 7400
  drc_errors: 0
  vias: 2920
  insertedDiodeCount: 0
  drtPass1Iterations: 4
  wl_per_cell_um: 13.7
  drtIter0Drc: 87
  viasPerCell: 5.39
  ant_nets: 0
worst_setup_path:
  crit_required_ps: 2720
  crit_end: "color"
  rrSetupSlack_ps: 1300
  r2r_start: "hvsync_gen.hpos[9]$_SDFF_PN0_"
  critical_path_class: "primary input to output pin"
  reg2reg_to: "hvsync_gen.vpos[14]$_SDFFCE_PN0N_"
  cp_slowest_cell: "clkdlybuf4s50_1"
  reg2reg_depth: 5
  end_kind: "output pin"
  cp-startpoint: "y1[7]"
  path_cells: "clkdlybuf4s50_1 -> inv_1 -> ha_1 -> nand4_1 -> o311ai_2 -> a31oi_1 -> mux2i_1 -> and4b_1 -> buf_2"
  crit_path_max_incr_delay_ps: 480
  cp-start-kind: "primary input"
  worstPathArrival_ps: 2650
  cp_max_fo: 2
sta:
  maxSlewHeadroom: 0.618
  fmax_mhz: 300
  min_period_over_period: 0.979
  fin_skew_ps: 4.75
  finalCriticalPeriod_ps: 3330
  tns_ps: 0
  hold_viol: 0
  setup-violations-final: 0
  fin_ws_ps: 70.6
  slew_viol_final: 0
  worst_pin_slew_ps: 568
global_route:
  met1_usage: 0.321
  antenna_found_initial: 0
  grt_usage: 0.234
  grt_start_max_net_pins: 19
  grt_first_pass_wirelength_um: 12000
  grt.busiest_layer: "met2"
  grtUsageMet3: 0.0223
  grt_util_met2: 0.413
  overflow: 0
  grt_pass1_vias: 2802
clocking:
  clk_pin_slew_ps: 70
  clk_latency_ps: 290
  clk_root_buffer_cell: "clkbuf_8"
  cts_sinks: 34
  cts_hold_buf: 0
  cts_buffers: 5
  cts_tree: "built"
  clk_path_buf_depth: 2
  htreeDepth: 2
power_and_ir_drop:
  p_int_mw: 0.668
  power.leakage_nw: 2.27
  switching_share: 0.230
  power_density_nw_per_um2: 190
  p_clk_frac: 0.324
  irDropWorstVdd_mv: 0.144
  p_sw_mw: 0.199
  sequentialPowerShare: 0.489
  comb_power_share: 0.187
floorplanning:
  dieArea_sq_um: 6790
  initial_core_util: 0.533
  pin_count: 68
  core_sq_um: 6060
  die_x_um: 82.4
  die_y_um: 82.4
  core.rowCount: 28
placement:
  dpl_cell_area_sq_um: 4150
  pre_cts_ws_ps: -531
  numPortBuffers: 67
  place.gp.congestion: 0.887
  dp_hpwl_um: 5420
worst_hold_path:
  min_path_cells: 1
  hp-class: "flip-flop to flip-flop"
layout:
  lay_top_count: "inv_1"
  layout.cells.most_common_list: "inv_1 (59), clkdlybuf4s50_1 (50), ha_1 (47), nor2_1 (25), buf_4 (22)"
  drive_gt1_frac: 0.176
  num-fill-cells: 403
  final_area_sq_um: 4560
  area_growth_pct: 41.3
flow_run:
  drv_cap: 0
  tool_warnings: 28
==> cells by family (layout without fill, tap and decap cells) <==
group,after synthesis,in the layout,share of synthesized area
AOI/OAI and AO/OA,50,50,0.119
xor gates and xnor gates,28,28,0.0759
adders and majority gates,66,66,0.256
buffers and inverters,69,167,0.0802
DFF,34,34,0.260
muxes,3,3,0.00930
and+or+nand+nor,119,119,0.199
==> sequential cells by signal, indices dropped and copies added (netlist names) <==
name	cells
hvsync_gen.hsync	1
hvsync_gen.vpos	16
hvsync_gen.hpos	16
hvsync_gen.vsync	1
==> cell usage after synthesis (all sizes together) (2+ instances only) <==
library cell	count	area (sq um)
nor3	3	15.0
o21a	3	22.5
inv	69	259
o21ai	6	30.0
o211ai	4	35.0
xor2	15	131
mux2i	3	30.0
ha	66	826
a211o	2	17.5
nand3	12	60.1
dfxtp	18	360
a211oi	4	42.5
xnor2	13	114
nor2b	6	37.5
a31oi	4	25.0
nand2b	3	26.3
and3	15	93.8
edfxtp	16	480
nand4	16	100
a21oi	10	50.1
a21o	6	45.0
nor4	8	62.6
nand2	21	78.8
nor2	27	101
a2111oi	3	45.1
==> layer usage <==
layer,part of all wire,vias to the layer above
met3,0.056,10
met1,0.46,1313
li1,-,1497
met4,0.018,0
met5,0,-
met2,0.47,100
==> worst max-delay path, delay by kind of cell <==
family                   cells  cell delay [ps]
AND/OR/NAND/NOR              2              320
multiplexers                 1              200
adder cells (fa/ha/maj)      1              310
AND-OR/OR-AND                2              500
buffers and inverters        3              640
==> final cells by class <==
class	instances	area, sq um	share of cell area
tap	75	93.8	0.0206
clock inverter	2	8.76	0.00192
clock buffer	6	72.6	0.0159
timing repair buffer	90	852	0.187
inverter	69	259	0.0567
multi-input combinational	266	2440	0.534
sequential	34	841	0.184
==> power groups by stage <==
stage	logic (mW)	clock network [mW]	registers, mW
4_1_cts	0.157	0.286	0.424
5_1_grt	0.181	0.305	0.424
6_report	0.162	0.281	0.424
==> metrics by stage <==
| stage | std cells | hold WS (ps) | total power, mW | util |
|---|---|---|---|---|
| after detailed placement | 530 | 487 | 0.578 | 0.684 |
| after global routing | 542 | 548 | 0.909 | 0.753 |
| final | 542 | 509 | 0.868 | 0.753 |
| after CTS | 540 | 502 | 0.867 | 0.736 |
| after floorplan | 369 | 453 | 0.488 | - |
| after global placement | 530 | 479 | 0.575 | 0.684 |
==> repair_timing <==
item	4_1_cts	5_1_grt
pin swaps	31	26
gates resized	47	21
buffers inserted	2	2
cloned	0	0
setup endpoints to repair	1	1
==> worst min-delay path by stage <==
stage | to | from | slack [ps]
5_1_grt | hvsync_gen.hpos[0]$_SDFF_PN0_ | hvsync_gen.hpos[0]$_SDFF_PN0_ | 550
6_report | hvsync_gen.hpos[0]$_SDFF_PN0_ | hvsync_gen.hpos[0]$_SDFF_PN0_ | 510
4_1_cts | hvsync_gen.hpos[0]$_SDFF_PN0_ | hvsync_gen.hpos[0]$_SDFF_PN0_ | 500
No activity file was given, so power comes from the tool's default toggle rates.
